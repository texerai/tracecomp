==> /design/flow/config.mk <==
export PLATFORM = sky130hd
export DESIGN_NAME = cache_data_transfer
export DESIGN_NICKNAME = cache_data_transfer
export VERILOG_FILES = /design/flow/design.v
export SDC_FILE = /design/flow/constraint.sdc
export NUM_CORES = 4
export LEC_CHECK = 1
export CORE_AREA = 10 10 469 469
export DIE_AREA = 0 0 479 479
==> /design/flow/constraint.sdc <==
current_design cache_data_transfer

set clk_period 18.4
set clk_io_pct 0.2

create_clock -name clk0 -period $clk_period [get_ports {i_clk}]

set non_clock_inputs [all_inputs -no_clocks]
set_input_delay [expr $clk_period * $clk_io_pct] -clock clk0 $non_clock_inputs
set_output_delay [expr $clk_period * $clk_io_pct] -clock clk0 [all_outputs]
==> /design/flow/design.v <==
module addr_increment 
#(
    parameter AXI_ADDR_WIDTH = 64,
              INCR_VAL       = 64'd4
) 
(
    input  logic                        i_clk,
    input  logic                        i_axi_free,
    input  logic                        i_arst,
    input  logic                        i_enable,
    input  logic [AXI_ADDR_WIDTH - 1:0] i_addr,
    output logic [AXI_ADDR_WIDTH - 1:0] o_addr
);
    logic [AXI_ADDR_WIDTH - 1:0] s_count;
    always_ff @(posedge i_clk, posedge i_arst) begin
        if      (i_arst    ) s_count <= '0;
        else if (i_axi_free) s_count <= '0;
        else if (i_enable  ) s_count <= s_count + INCR_VAL;
    end
    assign o_addr = i_addr + s_count;
endmodule
module cache_data_transfer 
#(
    parameter AXI_DATA_WIDTH = 32,
              AXI_ADDR_WIDTH = 64,
              BLOCK_WIDTH    = 512,
              WORD_WIDTH     = 32,
              ADDR_INCR_VAL  = 64'd4
) 
(
    input  logic                        i_clk,
    input  logic                        i_arst,
    input  logic                        i_start_read,
    input  logic                        i_start_write,
    input  logic                        i_axi_done,
    input  logic [BLOCK_WIDTH    - 1:0] i_data_block_cache,
    input  logic [AXI_DATA_WIDTH - 1:0] i_data_axi,
    input  logic [AXI_ADDR_WIDTH - 1:0] i_addr_cache,
    output logic                        o_count_done,
    output logic [BLOCK_WIDTH    - 1:0] o_data_block_cache,
    output logic [AXI_DATA_WIDTH - 1:0] o_data_axi,
    output logic [AXI_ADDR_WIDTH - 1:0] o_addr_axi
);
    localparam COUNT_LIMIT = BLOCK_WIDTH/WORD_WIDTH;
    logic s_axi_free;
    assign s_axi_free = ~ (i_start_read | i_start_write);
    counter # (
        .LIMIT ( COUNT_LIMIT - 1 ), 
        .SIZE  ( COUNT_LIMIT     )  
    ) COUNT0 (
        .i_clk      ( i_clk        ),
        .i_arst     ( i_arst       ),
        .i_enable   ( i_axi_done   ),
        .i_axi_free ( s_axi_free   ),
        .o_done     ( o_count_done )
    );
    addr_increment # (
        .AXI_ADDR_WIDTH ( AXI_ADDR_WIDTH ),
        .INCR_VAL       ( ADDR_INCR_VAL  )
    ) ADDR_INC0 (
        .i_clk      ( i_clk        ),
        .i_arst     ( i_arst       ),
        .i_axi_free ( s_axi_free   ),
        .i_enable   ( i_axi_done   ),
        .i_addr     ( i_addr_cache ),
        .o_addr     ( o_addr_axi   )
    );
    shift_reg # (
        .AXI_DATA_WIDTH ( AXI_DATA_WIDTH ),
        .BLOCK_WIDTH    ( BLOCK_WIDTH    )
    ) SREG0 (
        .i_clk         ( i_clk              ),
        .i_arst        ( i_arst             ),
        .i_write_en    ( i_axi_done         ),
        .i_axi_free    ( s_axi_free         ),
        .i_data        ( i_data_axi         ),
        .i_data_block  ( i_data_block_cache ),
        .o_data        ( o_data_axi         ),
        .o_data_block  ( o_data_block_cache )
    );
endmodule
module counter 
#(
    parameter LIMIT = 4'b1111,
              SIZE  = 16 
) 
(   
    input  logic i_clk,
    input  logic i_arst,
    input  logic i_enable,
    input  logic i_axi_free,
    output logic o_done
);
    localparam WIDTH = $clog2(SIZE);
    logic [WIDTH - 1:0] s_count;
    always_ff @(posedge i_clk, posedge i_arst) begin
        if      (i_arst    ) s_count <= '0;
        else if (i_axi_free) s_count <= '0;
        else if (i_enable  ) s_count <= s_count + { { (WIDTH - 1){1'b0} }, 1'b1 }; 
    end
    always_ff @(posedge i_clk, posedge i_arst) begin
        if      (i_arst                                        ) o_done <= 1'b0;
        else if ((s_count == LIMIT [ WIDTH - 1:0 ] ) & i_enable) o_done <= 1'b1;
        else                                                     o_done <= 1'b0;
    end
endmodule
module shift_reg 
#(
    parameter AXI_DATA_WIDTH = 32,
              BLOCK_WIDTH   = 512
) 
(
    input  logic                        i_clk,
    input  logic                        i_arst,
    input  logic                        i_write_en,
    input  logic                        i_axi_free,
    input  logic [AXI_DATA_WIDTH - 1:0] i_data,
    input  logic [BLOCK_WIDTH    - 1:0] i_data_block,
    output logic [AXI_DATA_WIDTH - 1:0] o_data,
    output logic [BLOCK_WIDTH    - 1:0] o_data_block
);
    always_ff @(posedge i_clk, posedge i_arst) begin
        if      (i_arst    ) o_data_block <= '0;
        else if (i_axi_free) o_data_block <= i_data_block;
        else if (i_write_en) o_data_block <= {i_data, o_data_block[BLOCK_WIDTH - 1:AXI_DATA_WIDTH]}; 
    end
    assign o_data = o_data_block [AXI_DATA_WIDTH - 1:0];
endmodule
==> /design/flow/run.sh <==
#!/bin/bash
# OpenROAD 26Q1-2900-gdf79404cd8, Yosys 0.63+post, stock flow scripts
make -C /OpenROAD-flow-scripts/flow DESIGN_CONFIG=/design/flow/config.mk WORK_HOME=/design/flow/orfs finish
==> PnR_summary.wiki <==
== Run summary ==
{| class="wikitable"
! Metric !! Value
|-
| Status || completed
|-
| Initial antenna violation count || 83
|-
| Length of the first detailed-routing pass in iterations || 5
|-
| Hold_ws || 0.520 ns
|-
| DIE AREA || 229000 um2
|-
| Late-Pin Clk Latency || 0.72 ns
|-
| Number of global-route vias before repair || 29500
|-
| Maximum frequency from static timing analysis || 89.5 MHz
|-
| Total number of yosys warnings || 3
|-
| Die extent in x || 479 um
|-
| Most common cell after layout, fill and taps aside || sky130_fd_sc_hd__clkdlybuf4s50_1
|-
| DRC violation total after the first TritonRoute iteration || 1787
|-
| Most used cells in the layout excluding fill and tap cells || sky130_fd_sc_hd__clkdlybuf4s50_1 (1216), sky130_fd_sc_hd__nand2_1 (593), sky130_fd_sc_hd__dfrtp_1 (579)
|-
| Remaining Overflow, GRT || 0
|-
| Synth Instances || 3129
|-
| Total number of vias || 29000
|-
| Post-synth tally of flip-flops with integrated enable || 0
|-
| Type of element launching the critical path || input port
|-
| Crit. End Element || primary output
|-
| Slack of the worst reg-to-reg path || 14.99 ns
|-
| Async set or reset register ratio after synthesis || 100%
|-
| Setup total negative slack || 0 ns
|-
| FF-to-FF Start || ADDR_INC0.s_count[2]
|-
| Total DRC errors in the routed layout || 0
|-
| Cell Area, Synth || 30100 um2
|-
| Maximum vdd drop || 0.0881 mV
|-
| Total of flip-flops plus latches after synthesis || 579
|-
| Count of fill cells added during filler insertion || 22600
|-
| Count of buffers from port buffering || 1217
|-
| Post-placement cell count || 6952
|-
| H-tree lvl count || 3
|-
| Routability congestion estimate || 0.989
|-
| Max-slew violation count || 0
|-
| Overall power of the completed layout || 0.00453 W
|-
| Worst rel slew slack || 34.1%
|-
| Sequential-to-total area share from yosys stat || 48.1%
|-
| HPWL after detailed placement || 189 mm
|-
| Final cell count without fillers || 7111
|-
| Tool Warnings || 34
|-
| Capture instance of the worst register-to-register path || ADDR_INC0.s_count[60]
|-
| Number of clock sinks seen by CTS || 579
|-
| Core Box Area || 210000 um2
|-
| Critical path class || in -> out
|-
| Unrepaired setup endpoints after global routing || false
|-
| Number of buffers on the longest clock path || 3
|-
| Cell count in the Yosys report || 3129
|-
| Yosys stat chip area || 30100 um2
|-
| Average size of a mapped cell || 9.63 um2
|-
| Maximum Capacitance Violations || 0
|-
| Worst Path Arrival || 7.50 ns
|-
| Post_cts resized || 0
|-
| Aggregate global-route resource usage || 18.8%
|-
| Clk slew on worst S/H paths || 0.06 ns
|-
| Largest net degree at the start of global routing || 166
|-
| Layout-stage area growth over the synthesis result || 58.8%
|-
| Clock buffer count from CTS || 79
|-
| Worst-case clock skew || 0.0409 ns
|-
| Share of the core filled with cells || 22.8%
|-
| Number of core rows || 168
|-
| Buffer type at the clock tree root || sky130_fd_sc_hd__clkbuf_16
|-
| Netlist cell types || 55
|-
| Worst min-delay path class || reg -> reg
|-
| Residual antenna-violating net count after detailed routing || 0
|-
| # setup viols final || 0
|-
| Final period util || 60.8%
|-
| Number of setup buffers added after CTS || 0
|-
| Depth of the worst hold-timing path || 2
|-
| Tightest Pin Transition || 0.979 ns
|-
| Pwr per Cell Area || 94.7 nW/um2
|-
| Length in cells of the worst reg-to-reg path || 9
|-
| Share of final-layout standard cells stronger than drive strength 1 || 4.31%
|-
| Routed len/inst || 31.0 um
|-
| Average via count per standard cell || 4.08
|-
| Data required time of the critical path || 14.72 ns
|-
| Wire length of the first global-routing pass || 288 mm
|-
| Hold path startpoint || COUNT0.s_count[3]
|-
| Top flip-flop cell by instance count after synthesis || sky130_fd_sc_hd__dfrtp_1
|-
| LEAKAGE || 20.0 nW
|-
| Worst hold path endpoint || COUNT0.o_done
|-
| Boundary Pins || 1222
|-
| Wire length after detailed routing || 220 mm
|-
| Maximum fanout along the worst path || 5
|-
| Final period demand of the worst path || 11.18 ns
|-
| Die Y-Extent || 479 um
|-
| Fp util || 14.4%
|-
| Clock tree from TritonCTS || done
|-
| Final hold violations || 0
|-
| Hold bufs inserted after CTS || 0
|}
[how the worst max path moves through the flow]
stage / startpoint / endpoint / slack (ns) / cells past startpoint
4_1_cts: i_addr_cache[5] / o_addr_axi[58] / 7.17 / 12
5_1_grt: i_addr_cache[5] / o_addr_axi[50] / 6.99 / 12
6_report: i_addr_cache[5] / o_addr_axi[58] / 7.22 / 12
[cell families (layout without fill, tap and decap cells)]
kind of cell	Yosys count	in the layout	synth area share, %
buf+inv	268	1428	3.79
simple gates	841	841	11.6
flops	579	579	48.1
mux	514	514	17.1
compound gates	751	751	13.5
xor+xnor	113	113	3.29
other cells	0	17	0
fa+ha+maj	63	63	2.62
[flip-flops by register name, summed over array words and instances, names as in the netlist]
register	flops
COUNT0.o_done	1
COUNT0.s_count	4
ADDR_INC0.s_count	62
SREG0.o_data_block	512
[per-layer routing]
| metal | track usage, % | vias to the layer above | wire length, um |
|---|---|---|---|
| met1 | 21.2 | 14200 | 80200 |
| met2 | 31.9 | 1272 | 108000 |
| li1 | - | 13200 | - |
| met5 | 0 | - | 92 |
| met4 | 5.53 | 16 | 8810 |
| met3 | 8.54 | 318 | 23600 |
[Yosys cell counts, types with 3 or more instances]
master | n | area share [%]
sky130_fd_sc_hd__a21boi_0 | 3 | 0.075
sky130_fd_sc_hd__a21o_1 | 26 | 0.65
sky130_fd_sc_hd__a21oi_1 | 90 | 1.5
sky130_fd_sc_hd__a221o_1 | 3 | 0.10
sky130_fd_sc_hd__a311oi_1 | 3 | 0.087
sky130_fd_sc_hd__a31oi_1 | 9 | 0.19
sky130_fd_sc_hd__and2_1 | 7 | 0.15
sky130_fd_sc_hd__and3_1 | 14 | 0.29
sky130_fd_sc_hd__and4_1 | 7 | 0.20
sky130_fd_sc_hd__buf_1 | 16 | 0.20
sky130_fd_sc_hd__buf_2 | 7 | 0.12
sky130_fd_sc_hd__buf_4 | 34 | 0.85
sky130_fd_sc_hd__clkbuf_1 | 182 | 2.3
sky130_fd_sc_hd__dfrtp_1 | 579 | 48
sky130_fd_sc_hd__ha_1 | 63 | 2.6
sky130_fd_sc_hd__inv_1 | 29 | 0.36
sky130_fd_sc_hd__mux2i_1 | 514 | 17
sky130_fd_sc_hd__nand2_1 | 593 | 7.4
sky130_fd_sc_hd__nand2b_1 | 4 | 0.083
sky130_fd_sc_hd__nand3_1 | 26 | 0.43
sky130_fd_sc_hd__nand4_1 | 37 | 0.77
sky130_fd_sc_hd__nor2_1 | 104 | 1.3
sky130_fd_sc_hd__nor2b_1 | 5 | 0.10
sky130_fd_sc_hd__nor3_1 | 16 | 0.27
sky130_fd_sc_hd__o211ai_1 | 3 | 0.075
sky130_fd_sc_hd__o21a_1 | 9 | 0.22
sky130_fd_sc_hd__o21ai_0 | 564 | 9.4
sky130_fd_sc_hd__o21bai_1 | 16 | 0.40
sky130_fd_sc_hd__o31a_1 | 3 | 0.087
sky130_fd_sc_hd__o31ai_1 | 6 | 0.15
sky130_fd_sc_hd__or2_2 | 5 | 0.10
sky130_fd_sc_hd__or3_1 | 12 | 0.25
sky130_fd_sc_hd__xnor2_1 | 60 | 1.7
sky130_fd_sc_hd__xor2_1 | 53 | 1.5
[worst max-delay path, stage by stage]
cell	delay, ns
sky130_fd_sc_hd__clkdlybuf4s50_1	0.44
sky130_fd_sc_hd__ha_1	0.37
sky130_fd_sc_hd__a21oi_1	0.10
sky130_fd_sc_hd__o22ai_2	0.29
sky130_fd_sc_hd__a311oi_1	0.17
sky130_fd_sc_hd__a221oi_2	0.41
sky130_fd_sc_hd__a41oi_2	0.32
sky130_fd_sc_hd__o31a_1	0.45
sky130_fd_sc_hd__o31a_1	0.39
sky130_fd_sc_hd__o31ai_2	0.22
sky130_fd_sc_hd__xnor2_1	0.16
sky130_fd_sc_hd__clkdlybuf4s50_1	0.50
[per-stage QoR]
| step | instance area (um2) | setup WS (ns) |
|---|---|---|
| floorplan | 30100 | 6.83 |
| global placement | 45100 | 7.19 |
| CTS | 47800 | 7.17 |
| finish | 47800 | 7.22 |
| detailed placement | 45100 | 7.19 |
| global route | 47800 | 6.99 |
[cell type report]
class / instances / area, um2 / share of cell area (%)
well taps: 2805 / 3510 / 7.34
diodes: 17 / 42.5 / 0.0889
multi-input cells: 2282 / 14500 / 30.3
inverters: 29 / 113 / 0.235
repair buffers: 1257 / 12500 / 26.2
flip-flops and latches: 579 / 14500 / 30.3
clock buffers: 110 / 2270 / 4.75
clock inverters: 32 / 397 / 0.829
[where the power goes]
part	switching, W	internal, W	total (W)
combinational	0.000495	0.000620	0.00111
clock	0.000681	0.000928	0.00161
sequential	0.000346	0.00146	0.00181
Power and IR drop assume default switching activity.
